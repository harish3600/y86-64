File: run.sh
#!/bin/bash
# OpenROAD 26Q1-2900-gdf79404cd8, Yosys 0.63+post, stock flow scripts
make -C /OpenROAD-flow-scripts/flow DESIGN_CONFIG=/design/flow/config.mk WORK_HOME=/design/flow/orfs finish
File: config.mk
export PLATFORM = sky130hd
export DESIGN_NAME = fetch_pipe
export DESIGN_NICKNAME = fetch_pipe
export VERILOG_FILES = /design/flow/design.v
export SDC_FILE = /design/flow/constraint.sdc
export NUM_CORES = 4
export LEC_CHECK = 1
export CORE_UTILIZATION = 50
export SYNTH_MEMORY_MAX_BITS = 65536
File: constraint.sdc
current_design fetch_pipe

set clk_period 11.8
set clk_io_pct 0.2

create_clock -name clk0 -period $clk_period

set non_clock_inputs [all_inputs -no_clocks]
set_input_delay [expr $clk_period * $clk_io_pct] -clock clk0 $non_clock_inputs
set_output_delay [expr $clk_period * $clk_io_pct] -clock clk0 [all_outputs]
File: design.v
`timescale 1ns/1ps
module fetch_pipe(clk, f_PC, f_icode, f_ifun, f_rA, f_rB, f_valC, f_valP, instr_valid, imem_error, halt);
    parameter n = 64;
    input clk;
    input [n-1:0] f_PC;
    output reg [3:0] f_icode, f_ifun;
    output reg [3:0] f_rA, f_rB;
    output reg [n-1:0] f_valC;
    output reg [n-1:0] f_valP;
    output reg instr_valid;
    output reg imem_error;
    output reg halt;
    integer i;
    reg [7:0] instr_mem[0:1023];  
    initial begin
        instr_mem[0] = 8'b00010000;
        instr_mem[1] = 8'b00110000;
        instr_mem[2] = 8'b01101100;
        instr_mem[3] = 8'b00000000; 
        instr_mem[4] = 8'b00000000; 
        instr_mem[5] = 8'b00000000; 
        instr_mem[6] = 8'b00000000; 
        instr_mem[7] = 8'b00000000; 
        instr_mem[8] = 8'b00000000; 
        instr_mem[9] = 8'b00000000; 
        instr_mem[10] = 8'b00001010; 
        instr_mem[11] = 8'b01000000;
        instr_mem[12] = 8'b10110000;
        instr_mem[13] = 8'b01101100;
        instr_mem[14] = 8'b00000000; 
        instr_mem[15] = 8'b00000000; 
        instr_mem[16] = 8'b00000000; 
        instr_mem[17] = 8'b00000000; 
        instr_mem[18] = 8'b00000000; 
        instr_mem[19] = 8'b00000000; 
        instr_mem[20] = 8'b00000000; 
        instr_mem[21] = 8'b01011010;
        instr_mem[22] = 8'b01100000;
        instr_mem[23] = 8'b10110000;
        instr_mem[24] = 8'b01101100;
        instr_mem[25] = 8'b00000000; 
        instr_mem[26] = 8'b00000000; 
        instr_mem[27] = 8'b00000000; 
        instr_mem[28] = 8'b00000000; 
        instr_mem[29] = 8'b00000000; 
        instr_mem[30] = 8'b00000000; 
        instr_mem[31] = 8'b01100000; 
        instr_mem[32] = 8'b00001010;
        instr_mem[33] = 8'b01110000;
        instr_mem[34] = 8'b00000000;
        instr_mem[35] = 8'b00000000;
        instr_mem[36] = 8'b00000000; 
        instr_mem[37] = 8'b00000000; 
        instr_mem[38] = 8'b00000000; 
        instr_mem[39] = 8'b00000000; 
        instr_mem[40] = 8'b00000000; 
        instr_mem[41] = 8'b01000010; 
        instr_mem[42] = 8'b00000001; 
        instr_mem[43] = 8'b00001010;
        instr_mem[44] = 8'b01100000;
        instr_mem[45] = 8'b10110000;
        instr_mem[46] = 8'b01101100;
        instr_mem[47] = 8'b00000000; 
        instr_mem[48] = 8'b00000000; 
        instr_mem[49] = 8'b00000000; 
        instr_mem[50] = 8'b00000000; 
        instr_mem[51] = 8'b01000000; 
        instr_mem[52] = 8'b00000000; 
        instr_mem[53] = 8'b00000000; 
        instr_mem[54] = 8'b00001010;
        instr_mem[55] = 8'b01100000;
        instr_mem[56] = 8'b10110000;
        instr_mem[57] = 8'b01101100;
        instr_mem[58] = 8'b00000000; 
        instr_mem[59] = 8'b00000000; 
        instr_mem[60] = 8'b00000000; 
        instr_mem[61] = 8'b10010000; 
        instr_mem[62] = 8'b00000000; 
        instr_mem[63] = 8'b00000000; 
        instr_mem[64] = 8'b00000000; 
        instr_mem[65] = 8'b00001010;
        instr_mem[66] = 8'b01010000; 
        instr_mem[67] = 8'b01101010;
        instr_mem[68] = 8'b01100000;
        instr_mem[69] = 8'b10110000;
        instr_mem[70] = 8'b01101100;
        instr_mem[71] = 8'b00100000; 
        instr_mem[72] = 8'b00000000; 
        instr_mem[73] = 8'b01100000; 
        instr_mem[74] = 8'b10010000; 
        instr_mem[75] = 8'b00000000; 
        instr_mem[76] = 8'b00010000; 
        instr_mem[77] = 8'b00110000; 
        instr_mem[78] = 8'b00001010;
        for (i=79; i<1024; i=i+1)
        begin
            instr_mem[i] = i%5 + 3;
        end
    end
    reg [0:79] instr;  
    always @(*)
    begin
            imem_error = 0;
            instr_valid = 1;
            halt = 0;
            if (f_PC > 1023)
            begin
                instr_valid = 0;  
                imem_error = 1;  
            end
            instr = {
                instr_mem[f_PC], 
                instr_mem[f_PC + 1], 
                instr_mem[f_PC + 2], 
                instr_mem[f_PC + 3], 
                instr_mem[f_PC + 4], 
                instr_mem[f_PC + 5], 
                instr_mem[f_PC + 6], 
                instr_mem[f_PC + 7], 
                instr_mem[f_PC + 8],
                instr_mem[f_PC + 9] 
            };
            f_icode = instr[0:3];
            f_ifun = instr[4:7];
            case(f_icode)
                0: begin  
                    halt = 1;
                    f_valP = f_PC + 1;
                end
                1: begin  
                    f_valP = f_PC + 1;
                end
                2: begin  
                    f_rA = instr[8:11];
                    f_rB = instr[12:15];
                    f_valP = f_PC + 2;
                end
                3: begin  
                    f_rA = instr[8:11];
                    f_rB = instr[12:15];
                    f_valC = instr[16:79];
                    f_valP = f_PC + 10;
                end
                4: begin  
                    f_rA = instr[8:11];
                    f_rB = instr[12:15];
                    f_valC = instr[16:79];
                    f_valP = f_PC + 10;
                end
                5: begin  
                    f_rA = instr[8:11];
                    f_rB = instr[12:15];
                    f_valC = instr[16:79];
                    f_valP = f_PC + 10;
                end
                6: begin  
                    f_rA = instr[8:11];
                    f_rB = instr[12:15];
                    f_valP = f_PC + 2;
                end
                7: begin  
                    f_valC = instr[8:71];
                    f_valP = f_PC + 9;
                end
                8: begin  
                    f_valC = instr[8:71];
                    f_valP = f_PC + 9;
                end
                9: begin  
                    f_valP = f_PC + 1;
                end
                10: begin  
                    f_rA = instr[8:11];
                    f_rB = instr[12:15];
                    f_valP = f_PC + 2;
                end
                11: begin  
                    f_rA = instr[8:11];
                    f_rB = instr[12:15];
                    f_valP = f_PC + 2;
                end
            endcase
    end
endmodule
==> changes_impl.md <==
### Metrics

* Status: completed
* Syn avg cell area at 6.67 µm²
* Max-slew violations at 0
* Routed wire length at 112000 µm
* Worst Path Buf+Inv at 6
* RSZ-0062 raised after global routing: false
* Core Rows at 81
* Antenna-violating nets left at 0
* Worst Path Required at 9.44 ns
* CP Cell Sequence: buf_4 > inv_1 > buf_4 > ha_2 > buf_4 > nor2_1 > o311ai_0 > o21a_1 > inv_1 > o21ai_0 > a211oi_1 > a211oi_1 > o31ai_1 > clkdlybuf4s50_1
* Yosys warns at 1
* Netlist cell types at 102
* Period Utilization, post-route at 81.5%
* AND-OR/OR-AND Cells, Area Fraction at 33.9%
* Top cells, area: dlxtn_1 (8.1%), mux2i_1 (7.6%), nand2_1 (7.1%), mux4_2 (5.7%), o21ai_0 (5.7%)
* Flip-flops with a built-in enable at 0
* And+or+nand+nor area frac at 25.0%
* Post-Place Setup Slack at 2.41 ns
* Internal power contribution at 0.000618 W
* Initial cell density of the core at 51.0%
* Crit path max-delay family: buffers and inverters
* Worst Max-Slew Pin Slew at 1.32 ns
* Rel. slew slack at 9.42%
* Yosys adder share at 2.62%
* Synthesis-to-layout area growth at 9.63%
* Tool warnings at 72
* Post-synth regs at 136
* Layout cells sized above 1 at 10.2%
* Via density at 7.00
* Largest net degree at the start of global routing at 80
* Initial antenna violation count at 5
* Die width at 226 µm
* Min-Delay Endpoint: f_ifun[3]
* Final setup violation count at 0
* Total power at 0.00160 W
* Psw at 0.000981 W
* # IOs at 212
* Post-CTS sizing at 0
* Fin crit period at 9.61 ns
* Ys cells at 3757
* DRT Pass-1 Iters at 7
* Worst VDD drop at 0.0349 mV
* Postcts setup bufs at 0
* Worst hold path type: in2out
* Worst setup EP type: output pin
* Final instance area at 27500 µm²
* Hold depth at 5
* Prevailing post-synth register cell: dlxtn_1
* Final setup margin at 2.19 ns
* Cell taking the most area after synthesis: dlxtn_1
* Fmax achieved at 104 MHz
* Startpoint Class: input port
* Vias in the first global route at 27500
* PwrDens at 58.2 nW/µm²
* # DRC at 0
* Final setup TNS at 0 ns
* DP HPWL at 79000 µm
* Area fraction in mux cells at 15.7%
* Most frequent CP cell: buf_4
* Hold WS at 5.73 ns
* Endpoints left unconstrained at 272
* Yosys xor share at 6.58%
* Avg WL per Cell at 25.5 µm
* Area leader share at 8.15%
* Switching Fraction at 61.4%
* Port Buffers at 211
* Fraction of registers with async set/reset at 0%
* Mapped cell area at 25000 µm²
* DR vias at 30600
* Starting DRT DRC Count at 3801
* Crit-path max cell delay at 0.84 ns
* Total core area at 49200 µm²
* Dominant comb cell: AND-OR/OR-AND gates
* WS Path Type: in2out
* Fin. Hold Viols at 0
* Grt total ovfl at 0
* Register pins left without a clock at 136
* GRT Total Usage at 43.7%
* Hold wc startpoint: f_PC[9]
* Start point of the critical path: f_PC[0]
* Placed Area at 27500 µm²
* Crit-path slowest cell: ha_2
* CP max FO at 43
* Pleak at 10.3 nW
* Die area at 51000 µm²
* Routability cong. at 1.04
* Die extent in y at 226 µm
* Critical Path AT at 7.25 ns
* Post-synth area from yosys stat at 25000 µm²
* Max Cap Violations at 0
* Hold_buf cts at 0
* Mapped Cells at 3757
* First-pass GRT wire length at 168000 µm
==> metal layers <==
| metal | GRT usage, % | share of wire, % |
|---|---|---|
| met5 | 0 | 0.050 |
| met4 | 24.0 | 6.5 |
| met3 | 15.0 | 13 |
| met2 | 62.0 | 41 |
| met1 | 58.3 | 39 |
==> cell usage after synthesis (85+ instances only) <==
cell type / n
nand3_1: 158
mux2i_1: 189
a211oi_1: 90
nand2_1: 474
o21ai_0: 283
clkbuf_1: 163
dlxtn_1: 136
xnor2_1: 120
o211ai_1: 85
a21oi_1: 258
buf_2: 154
nor3_1: 130
nor2_1: 365
==> metrics by stage <==
stage	utilization (%)	instances
after floorplan	-	3757
after global placement	55.9	4378
after detailed placement	55.9	4378
after CTS	55.9	4378
after global routing	55.9	4378
final	55.9	4380
==> final cells by class <==
class	count	area, µm²
fill	4623	21700
multi-input combinational	3185	21300
timing repair buffer	353	3150
sequential	136	2040
tap	664	831
inverter	40	150
antenna	2	5.00
==> how the worst max path moves through the flow <==
stage / cells after the start / to
CTS: 14 / f_ifun[0]
global route: 14 / f_ifun[0]
finish: 14 / f_ifun[0]
==> cells by family (layout without fill, tap and decap cells) <==
logic type | Yosys count | count (layout)
xor+xnor | 171 | 171
other cells | 0 | 2
buf+inv | 436 | 393
latches | 136 | 136
simple gates | 1382 | 1382
mux | 307 | 307
fa+ha+maj | 53 | 53
compound gates | 1272 | 1272
==> layout by cell type, fill, tap and decap left out, drive strengths merged, types with 63 or more instances in the layout <==
cell / netlist / routed
a21oi: 263 / 263
o21ai: 295 / 295
clkdlybuf4s50: 0 / 203
nand3: 158 / 158
nor3: 133 / 133
a31oi: 69 / 69
xnor2: 133 / 133
buf: 233 / 150
nor2: 366 / 366
o211ai: 85 / 85
mux2i: 189 / 189
nand2: 475 / 475
mux4: 63 / 63
a211oi: 91 / 91
dlxtn: 136 / 136
==> power groups by stage <==
stage    logic (W)  registers, W  clock network [W]
4_1_cts    0.00151     0.0000449                  0
5_1_grt    0.00167     0.0000470                  0
==> flip-flops by register name, summed over array words and instances (netlist names) <==
name,cells
f_rA,4
f_rB,4
f_valC,64
f_valP,64
Power and IR drop assume default switching activity.
