File: config.mk
export PLATFORM = sky130hd
export DESIGN_NAME = fetch
export DESIGN_NICKNAME = fetch
export VERILOG_FILES = /design/flow/design.v
export SDC_FILE = /design/flow/constraint.sdc
export NUM_CORES = 4
export LEC_CHECK = 1
export CORE_UTILIZATION = 40
export SYNTH_MEMORY_MAX_BITS = 65536
File: constraint.sdc
current_design fetch

set clk_period 9.4
set clk_io_pct 0.2

create_clock -name clk0 -period $clk_period [get_ports {clk}]

set non_clock_inputs [all_inputs -no_clocks]
set_input_delay [expr $clk_period * $clk_io_pct] -clock clk0 $non_clock_inputs
set_output_delay [expr $clk_period * $clk_io_pct] -clock clk0 [all_outputs]
File: design.v
`timescale 1ns/1ps
module fetch(clk, PC, icode, ifun, rA, rB, valC, valP, instr_valid, imem_error, halt);
    parameter n = 64;
    input clk;
    input [n-1:0] PC;
    output reg [3:0] icode, ifun;
    output reg [3:0] rA, rB;
    output reg [n-1:0] valC;
    output reg [n-1:0] valP;
    output reg instr_valid;
    output reg imem_error;
    output reg halt;
    integer i;
    reg [7:0] instr_mem[0:1023];  
    initial begin
        instr_mem[0] = 8'b01100000;
        instr_mem[1] = 8'b01100000;
        instr_mem[2] = 8'b01101100;
        instr_mem[3] = 8'b01110000; 
        instr_mem[4] = 8'b00000000; 
        instr_mem[5] = 8'b00000000; 
        instr_mem[6] = 8'b00000000; 
        instr_mem[7] = 8'b00000000; 
        instr_mem[8] = 8'b00000000; 
        instr_mem[9] = 8'b00000000; 
        instr_mem[10] = 8'b00000000; 
        instr_mem[11] = 8'b00001100;
        instr_mem[12] = 8'b00100000;
        instr_mem[13] = 8'b01101100;
        instr_mem[14] = 8'b00110000; 
        instr_mem[15] = 8'b00000000; 
        instr_mem[16] = 8'b00000000; 
        instr_mem[17] = 8'b00000000; 
        instr_mem[18] = 8'b00000000; 
        instr_mem[19] = 8'b00000000; 
        instr_mem[20] = 8'b00000000; 
        instr_mem[21] = 8'b00000000; 
        instr_mem[22] = 8'b00000000; 
        instr_mem[23] = 8'b00000000; 
        instr_mem[24] = 8'b10101000; 
        instr_mem[25] = 8'b00000000; 
        instr_mem[26] = 8'b00001010; 
        for (i=27; i<1024; i=i+1)
        begin
            instr_mem[i] = i%5 + 2;
        end
    end
    reg [0:79] instr;  
    always @(posedge clk)
    begin
            imem_error = 0;
            instr_valid = 1;
            halt = 0;
            if (PC > 1023) 
            begin
                instr_valid = 0;  
                imem_error = 1;  
            end
            instr = {
                instr_mem[PC], 
                instr_mem[PC + 1], 
                instr_mem[PC + 2], 
                instr_mem[PC + 3], 
                instr_mem[PC + 4], 
                instr_mem[PC + 5], 
                instr_mem[PC + 6], 
                instr_mem[PC + 7], 
                instr_mem[PC + 8],
                instr_mem[PC + 9] 
            };
            icode = instr[0:3];
            ifun = instr[4:7];
            case(icode) 
                0: begin  
                    halt = 1;
                    valP = PC + 1;
                end
                1: begin  
                    valP = PC + 1;
                end
                2: begin  
                    rA = instr[8:11];
                    rB = instr[12:15];
                    valP = PC + 2;
                end
                3: begin  
                    rA = instr[8:11];
                    rB = instr[12:15];
                    valC = instr[16:79];
                    valP = PC + 10;
                end
                4: begin  
                    rA = instr[8:11];
                    rB = instr[12:15];
                    valC = instr[16:79];
                    valP = PC + 10;
                end
                5: begin  
                    rA = instr[8:11];
                    rB = instr[12:15];
                    valC = instr[16:79];
                    valP = PC + 10;
                end
                6: begin  
                    rA = instr[8:11];
                    rB = instr[12:15];
                    valP = PC + 2;
                end
                7: begin  
                    valC = instr[8:71];
                    valP = PC + 9;
                end
                8: begin  
                    valC = instr[8:71];
                    valP = PC + 9;
                end
                9: begin  
                    valP = PC + 1;
                end
                10: begin  
                    rA = instr[8:11];
                    rB = instr[12:15];
                    valP = PC + 2;
                end
                11: begin  
                    rA = instr[8:11];
                    rB = instr[12:15];
                    valP = PC + 2;
                end
            endcase
    end
endmodule
File: run.sh
#!/bin/bash
# OpenROAD 26Q1-2900-gdf79404cd8, Yosys 0.63+post, stock flow scripts
make -C /OpenROAD-flow-scripts/flow DESIGN_CONFIG=/design/flow/config.mk WORK_HOME=/design/flow/orfs finish
==> run_results.csv <==
group,metric,value,unit
final_timing,finalSetupTns,0,ns
route,dr_total_vias,20800,
synthesis,yosysUniqueCellTypes,96,
layout,area_growth,18.7,%
clocking,post_cts_buffers,0,
clocking,clock-sinks,147,
setup_path,arrival,7.08,ns
setup_path,worstSetupStartpointType,"input port",
clocking,cts_buffer_depth,2,
global_routing,overflow,0,
clocking,htree_levels,4,
floorplan,die.size.y,223,um
route,firstDrtPassIters,6,
layout,comb_area,0.0144,mm^2
global_routing,grt_use_total,0.334,
synthesis,synth.area.top_cells,"edfxtp_1 21%, mux4_2 8.7%, mux2i_1 5.4%, nand2_1 4.9%, o21ai_0 4.5%",
final_timing,finalMaxSlewViolations,0,
final_timing,worst_slew_pin_slew,1.14,ns
route,post-route-drc-count,0,
synthesis,ys_cells,2424,
synthesis,yosysTopAreaCellShare,0.210,
synthesis,syn_avg_cell_area,8.02,um^2
power_and_ir_drop,p_leak,8.24,nW
setup_path,required,9.73,ns
global_routing,antenna_found_initial,4,
clocking,cts-root-buf,"clkbuf_16",
clocking,cts_tree,"done",
floorplan,coreArea,0.0478,mm^2
route,antenna_left,0,
flow_run,warning_count,45,
layout,mostFrequentLayoutCells,"251 x nand2_1, 215 x nor2_1, 203 x clkdlybuf4s50_1",
place,post-place-ws,2.38,ns
floorplan,die_x,223,um
layout,drive_gt1_frac,0.116,
synthesis,yosysWarnings,1,
place,numPortBuffers,211,
layout,regArea,0.00430,mm^2
global_routing,grt_max_degree,63,
final_timing,setup_slack,2.65,ns
setup_path,setup.worst_path.end_class,"flop",
synthesis,syn-instance-count,2424,
clocking,path_clk_slew,0.08,ns
floorplan,rows,80,
floorplan,dieArea,0.0495,mm^2
clocking,cts_hold_buf,0,
final_timing,finalCriticalPeriod,6.75,ns
clocking,cts_buffers,17,
route,viasPerCell,6.42,
synthesis,ys_area,0.0195,mm^2
global_routing,grt_pass1_vias,19100,
power_and_ir_drop,comb_power_share,0.465,
final_timing,max-slew-margin-rel,0.218,
route,drt_iter0_drc,2384,
synthesis,syn_area,0.0195,mm^2
final_timing,rsz0062_at_grt,"false",
route,post_drt_wl_per_cell,24.8,um
power_and_ir_drop,finalPower,0.00290,W
final_timing,finalSetupViolCount,0,
power_and_ir_drop,intPower,0.00175,W
layout,lay_top_count,"nand2_1",
power_and_ir_drop,p_sw,0.00115,W
synthesis,ys_seq_share,0.221,
synthesis,synth-async-reset-ratio,0,
final_timing,fmax,148,MHz
floorplan,initial_utilization,0.407,
setup_path,worstPathMaxFanout,29,
route,drt_wl_total,80200,um
power_and_ir_drop,ir_drop,88.2,uV
layout,fillers,4579,
setup_path,max_stage_delay,0.96,ns
power_and_ir_drop,sequentialPowerShare,0.262,
synthesis,ff_type,"edfxtp_1",
run_status,status,"completed",
layout,utilization,0.483,
flow_run,maxCapViolations,0,
power_and_ir_drop,p_sw_frac,0.397,
final_timing,hold_viol,0,
synthesis,synth_top_cell_by_area,"edfxtp_1",
setup_path,path_class,"in -> reg",
clocking,cts.repair.resized,0,
setup_path,cp_cell_sequence,"buf_2, ha_1, nand3_1, or2_2, nor2_1, xnor2_1, nand4_1, or4b_2, o21ai_0",
place,dp_hpwl,60800,um
setup_path,crit_slowest_cell,"ha_1",
synthesis,numSynthFlops,147,
place,gp_congestion,1.02,
min_path,hp-class,"in -> reg",
power_and_ir_drop,clock_power_share,0.273,
final_timing,finalCritPeriodShare,0.718,
global_routing,grt_pass1_wl,121000,um
power_and_ir_drop,powerDensity,125,mW/mm^2
synthesis,edf_count,136,
floorplan,io_pins,212,
final_timing,hold_slack,2.00,ns
flip-flops by register name, summed over array words and instances, names as in the netlist:
register,count
rB,4
icode,4
valP,64
imem_error,1
rA,4
instr_valid,1
ifun,4
halt,1
valC,64
worst max-delay path, delay by kind of cell:
family / cells / cell delay [ns]
and+or+nand+nor: 5 / 3.17
adders and majority gates: 1 / 0.96
buffers and inverters: 1 / 0.49
xor gates and xnor gates: 1 / 0.34
AOI/OAI and AO/OA: 1 / 0.20
path summary, 6_finish.rpt:
kind | start | to | cells past startpoint
setup / recovery | PC[3] | valC[31] | 9
hold / removal | PC[7] | ifun[2] | 5
kinds of logic after synthesis:
family,synth area share
buf+inv,0.0501
other cells,0.000193
compound gates,0.245
xor+xnor,0.0719
mux,0.167
flops,0.221
simple gates,0.225
fa+ha+maj,0.0193
layout make-up:
class / instances / share of cell area
Timing Repair Buffer: 306 / 0.121
Antenna cell: 1 / 0.000108
Tap cell: 615 / 0.0333
Inverter: 37 / 0.00601
Clock buffer: 17 / 0.0184
Multi-Input combinational cell: 2100 / 0.625
Clock inverter: 15 / 0.0102
Sequential cell: 147 / 0.186
power by group through the flow:
| stage | Sequential [W] | Combinational (W) | Clock [W] |
|---|---|---|---|
| finish | 0.000758 | 0.00135 | 0.000792 |
| CTS | 0.000758 | 0.00132 | 0.000816 |
| global route | 0.000760 | 0.00146 | 0.000835 |
cell usage after synthesis, types with 17 or more instances:
library cell	instances
a21o_1	17
nor2b_1	22
inv_1	29
a31oi_1	42
a22oi_1	18
xnor2_1	89
mux2i_1	105
nand3_1	114
nor4_1	33
and3_1	29
nand2b_1	26
nand2_1	252
a21oi_1	132
nor3_1	90
or3_1	18
buf_2	47
nand4_1	38
o21ai_0	173
ha_1	30
and2_1	23
edfxtp_1	136
nor2_1	216
clkbuf_1	134
o211ai_1	48
xor2_1	57
o31ai_1	21
o22ai_1	22
mux4_2	75
a211oi_1	51
mux2_2	43
buf_1	18
metrics by stage:
stage,std cells,area (um^2)
3_3_place_gp,3205,22400
2_1_floorplan,2487,19700
4_1_cts,3237,23100
5_1_grt,3237,23100
3_5_place_dp,3205,22400
6_report,3238,23100
layer usage:
metal  up-vias  GRT usage  share of wire
met4         4     0.0994          0.037
met2      1115      0.461           0.42
met3       151      0.123           0.12
li1       9617          -              -
met1      9900      0.498           0.42
met5         -          0        0.00035
Power figures rest on the tool's default switching activity, not on a simulated workload.
