### ./config.mk
export PLATFORM = sky130hd
export DESIGN_NAME = decode_writeback
export DESIGN_NICKNAME = decode_writeback
export VERILOG_FILES = /design/flow/design.v
export SDC_FILE = /design/flow/constraint.sdc
export NUM_CORES = 4
export LEC_CHECK = 1
export CORE_UTILIZATION = 40
### ./constraint.sdc
current_design decode_writeback

set clk_period 22.1
set clk_io_pct 0.2

create_clock -name clk0 -period $clk_period [get_ports {clk}]

set non_clock_inputs [all_inputs -no_clocks]
set_input_delay [expr $clk_period * $clk_io_pct] -clock clk0 $non_clock_inputs
set_output_delay [expr $clk_period * $clk_io_pct] -clock clk0 [all_outputs]
### ./design.v
`timescale 1ns/1ps
module decode_writeback(clk, icode, rA, rB, valE, valM, valA, valB);
    parameter n = 64;
    input clk;
    input [3:0] icode;
    input [3:0] rA;
    input [3:0] rB;
    input [n-1:0] valE, valM;
    output reg [n-1:0] valA;
    output reg [n-1:0] valB;
    integer i;
    reg [n-1:0] reg_data[0:14];  
    initial begin
        for (i=0; i<15; i=i+1)
        begin
            reg_data[i] = i; 
        end
            reg_data[4] = 10;
    end
    always @(*)
    begin
        case (icode) 
                2: begin  
                    valA = reg_data[rA];
                    valB = reg_data[rB];
                end
                4: begin  
                    valA = reg_data[rA];
                    valB = reg_data[rB];
                end
                5: begin  
                    valB = reg_data[rB];
                end
                6: begin  
                    valA = reg_data[rA];
                    valB = reg_data[rB];
                end
                8: begin  
                    valB = reg_data[4];  
                end
                9: begin  
                    valA = reg_data[4];
                    valB = reg_data[4];  
                end
                10: begin  
                    valA = reg_data[rA];
                    valB = reg_data[4];  
                end
                11: begin  
                    valA = reg_data[4];
                    valB = reg_data[4];  
                end
            endcase
    end
    always @ (negedge clk)
    begin
        case (icode)
        2: begin  
            reg_data[rB] = valE;
        end
        3: begin  
            reg_data[rB] = valE;
        end
        5: begin  
            reg_data[rA] = valM;
        end
        6: begin  
            reg_data[rB] = valE;
        end
        8: begin  
            reg_data[4] = valE;  
        end
        9: begin  
            reg_data[4] = valE;  
        end
        10: begin  
            reg_data[4] = valE;  
        end
        11: begin  
            reg_data[4] = valE;  
            reg_data[rA] = valM;
        end
        endcase
    end
endmodule
### ./run.sh
#!/bin/bash
# OpenROAD 26Q1-2900-gdf79404cd8, Yosys 0.63+post, stock flow scripts
make -C /OpenROAD-flow-scripts/flow DESIGN_CONFIG=/design/flow/config.mk WORK_HOME=/design/flow/orfs finish
==> impl_metrics.csv <==
group,metric,value,unit
clock_tree,clock_tree.root_cell,"clkbuf_16",
job,max-cap-violations,0,
routing,route.antenna.remaining_nets,0,
routing,post_drt_via_cell_ratio,5.54,
synth,xor_share,0,
grt,grt_first_pass_wirelength,222,mm
place,dp_cells,4943,
critical_path,critPathRequiredTime,11.38,ns
floorplanning,die_h,353,um
synth,yosys_most_used_dff,"edfxtp_1",
pwr,power_density,84.8,nW/um^2
grt,vias_in_the_first_global_route,37035,
layout,logic_area,17300,um^2
synth,synth-warning-count,1,
floorplanning,die_area,125000,um^2
sta,unclocked_pins,128,
synth,synth_area,49300,um^2
floorplanning,floorplan.rows,128,
place,dp_hpwl,86.2,mm
critical_path,crit_fanout,45,
worst_hold_path,holdCritPathClass,"primary input to flop",
layout,final-seq-area,30700,um^2
routing,detailedRoute.firstPassIterationCount,5,
synth,async_flop_share,0,
synth,synth.yosys.chip_area,49300,um^2
synth,synth.comb.largest_family,"multiplexers",
routing,post_route_wl,153,mm
clock_tree,cts_resized,0,
routing,detail_route.wl_per_cell,25.1,um
synth,edf_count,960,
synth,yosys.area_share.adder,0,
outcome,status,"finished clean",
pwr,vdd_drop_max,0.0000774,V
synth,synth.yosys.num_cells,3214,
place,port_buffers,268,
layout,lay_top_count,"inv_1",
sta,maxSlewViolCount,0,
synth,synth_compound_gate_area_share,0.0791,
sta,fin_setup_tns,0,ns
place,gp_routability_congestion,0.899,
clock_tree,cts.clk_slew.worst_paths,0.03,ns
grt,gr-usage-met1,0.308,
grt,global_route_total_overflow,0,
routing,drt_iter0_drc,1966,
place,post_dp_cell_area,53600,um^2
layout,final_util,0.500,
layout,post_layout_nonfiller_instances,6099,
layout,final_layout_top_logic_cells,"inv_1 (981), edfxtp_1 (960), mux2i_1 (557)",
critical_path,crit_arrival,8.26,ns
routing,detailroute.via_count,33781,
sta,endpoints_left_unconstrained,256,
clock_tree,cts_tree,"done",
sta,grt_setup_unrepaired,"no",
sta,setup_viol_count_final,0,
floorplanning,io_pins,269,
critical_path,timing_worst_setup_path_type,"primary input to flop",
layout,layout.cell_area.non_filler,61000,um^2
floorplanning,floorplan.core_util,0.404,
synth,synth_cells,3214,
sta,slew-limit-headroom,0.330,
synth,synth-simple-area-share,0.0315,
synth,syn_area_per_cell,15.3,um^2
floorplanning,die_width,353,um
layout,syn_to_final_growth,23.8,%
clock_tree,htreeDepth,3,
synth,synth-seq-cells,1088,
sta,tightestPinTransition,1.00,ns
layout,filler_cells,10029,
pwr,leakage_power_of_the_design,25.4,nW
grt,groute.usage.overall,0.265,
clock_tree,post_cts_buffers,0,
routing,drcViolationCount,0,
pwr,power.total,5.17,mW
job,warnings,994,
critical_path,critPathCaptureType,"flop",
grt,grt_max_degree,110,
sta,finalHoldViolations,0,
grt,antenna_found_initial,0,
grt,global_route.peak_usage_layer,"met2",
clock_tree,cts-hold-fix-buffers,0,
synth,yosys.cell_types.count,52,
grt,global_route.usage.met2,0.360,
critical_path,start_kind,"primary input",
grt,grt_util_met3,0.225,
clock_tree,cts-buffers-inserted,108,
synth,synthMuxAreaShare,0.237,
floorplanning,design.core.area,122000,um^2
clock_tree,ctsLongestPathBuffers,3,
layout,drive_gt1_frac,0.143,
==> per-layer routing <==
metal	share of wire	vias to the layer above
met5	0.0020	-
li1	-	15277
met1	0.35	16049
met2	0.45	2156
met4	0.026	8
met3	0.18	291
==> state kept, by name, summed over array words and instances, names as in the netlist <==
signal	flops
reg_data	960
valB	64
valA	64
==> metrics by stage <==
| stage | setup WS, ns | hold WS, ns |
|---|---|---|
| after global placement | 2.57 | 16.19 |
| after global routing | 3.01 | 15.48 |
| after CTS | 3.22 | 15.48 |
| final | 3.12 | 15.50 |
| after detailed placement | 2.51 | 16.20 |
| after floorplan | 0.153 | 15.69 |
==> critical path: stages <==
cell and delay [ns]:
clkdlybuf4s50_1 0.76, and3b_1 0.28, o21ai_4 0.57, buf_4 0.55, mux2i_1 0.34, nor2_4 0.85, buf_12 0.44
==> Yosys cell counts (2+ instances only) <==
cell      instances  area (um^2)
o211ai_1          2         15.0
mux2i_1         557         5580
or2_2             2         12.5
a21oi_1          66          330
nand3b_1          2         15.0
nor2b_1           8         50.1
nor2_1          202          758
nor3b_1           4         30.0
and2_1            3         18.8
nor3_1            4         20.0
o22ai_1         143          895
mux4_2          194         4370
a22oi_1          79          593
or3b_2            3         26.3
a221oi_1         48          420
mux2_4           66          991
nand2b_1          2         12.5
o221ai_1         47          412
dlxtn_1         128         1920
inv_1             3         11.3
buf_4            31          233
clkbuf_1        104          390
nand2_1         138          518
buf_2            86          430
mux2_2           65          732
a31oi_1          80          500
buf_1             8         30.0
edfxtp_1        960        28800
nand3_1           2         10.0
buf_6            26          293
o21ai_0         130          651
==> where the power goes <==
group          switching [mW]  leakage, nW  internal, mW
Clock                    1.14         6.99          1.40
Sequential             0.0300         9.72          2.12
Combinational           0.280         8.69         0.203
Total                    1.46         25.4          3.72
==> area by class of cell <==
cell class	instances	area share
multi-input combinational	1865	0.284
clock inverter	1043	0.0757
antenna	3	0.000123
tap	1625	0.0333
timing repair buffer	361	0.0573
sequential	1088	0.504
inverter	3	0.000185
clock buffer	111	0.0455
==> worst paths after layout <==
check | start | to | cells after the start
setup / recovery | icode[2] | reg_data[13][29]$_DFFE_NP_ | 7
hold / removal | valE[7] | reg_data[4][7]$_DFFE_NP_ | 2
==> cell families after synthesis <==
group	Yosys count
flops	960
mux	883
compound gates	603
simple gates	379
buf+inv	261
latches	128
Power figures rest on the tool's default switching activity, not on a simulated workload.
